==> ./design.v <==
module uart_tx
#(
	parameter	clock_speed=100_000_000,
	parameter	baud_rate=115200
)
(
	output	reg			tx,
	input				clk,
	input		[7:0][63:0]	data_buffer,
	input				endianness,	 
	input				proceed,
	input		[19:0]		skipcycles,	 
	output	reg	[2:0]		bytepos,
	output	reg	[5:0]		bufferpos,
	output	reg			bytestart,
	output	reg			byteend
);
	initial tx=1;
	initial bytepos=0;
	initial bufferpos=0;
	initial bytastart=1;
	initial byteend=0;
	reg [19:0] clkdivcnt=0;
	reg preamble=1;		 
	always @(posedge clk) begin
		clkdivcnt<=proceed? clkdivcnt+1 : 0;
		if (clkdivcnt==skip) begin
			clkdivcnt<=0;
			tx<=data_buffer[bytepos][bufferpos];
			bytepos<=bytepos==7? 0 : bytepos+1;
			bufferpos<=bufferpos==63? 0 : bytepos==7? bufferpos+1 : bufferpos;
		end
	end
endmodule
==> ./run.sh <==
#!/bin/bash
# OpenROAD 26Q1-2900-gdf79404cd8, Yosys 0.63+post, stock flow scripts
make -C /OpenROAD-flow-scripts/flow DESIGN_CONFIG=/design/flow/config.mk WORK_HOME=/design/flow/orfs finish
==> ./config.mk <==
export PLATFORM = sky130hd
export DESIGN_NAME = uart_tx
export DESIGN_NICKNAME = uart_tx
export VERILOG_FILES = /design/flow/design.v
export SDC_FILE = /design/flow/constraint.sdc
export NUM_CORES = 4
export LEC_CHECK = 1
export CORE_AREA = 10 10 233 233
export DIE_AREA = 0 0 243 243
==> ./constraint.sdc <==
current_design uart_tx

set clk_period 16.5
set clk_io_pct 0.2

create_clock -name clk0 -period $clk_period [get_ports {clk}]

set non_clock_inputs [all_inputs -no_clocks]
set_input_delay [expr $clk_period * $clk_io_pct] -clock clk0 $non_clock_inputs
set_output_delay [expr $clk_period * $clk_io_pct] -clock clk0 [all_outputs]
==> impl_metrics.toml <==
# yosys + openroad results
[floorplanning]
fp.coreArea_um2 = 49100
fp_util_pct = 11.3
rows = 81
io_pins = 547
die_x_um = 243
chip_area_um2 = 59000
die-height_um = 243

[synthesis]
ys_ff = 30
synth_cell_types = 52
synth_seq_share_pct = 12.6
avgSynthCellArea_um2 = 11.5
yosysTopAreaCell = "mux4_2"
yosysChipArea_um2 = 5540
async_reset_ff_share_pct = 0
synthCells = 481
synthTopCellsByArea = "mux4_2 (47%), dfxtp_1 (7.2%), mux2i_1 (7.2%)"
yosys_cells = 481
synth.top_cell.area_share_pct = 46.8
yosysWarnings = 6
syn_area_um2 = 5540
edf_count = 10
flop_cell = "dfxtp_1"

[global_routing]
grt_overflow = 0
antenna_found_initial = 4
grt.total_usage_pct = 13.8
grt_max_degree = 98
grt_first_pass_wirelength_um = 57300
grt_pass1_vias = 7399

[routing]
drc = 0
dr.pass1.iters = 4
vias_per_cell = 4.07
drtIter0Drc = 314
wl_per_cell_um = 25.1
wl_um = 41200
postRouteAntennaNets = 0
vias = 6678

[critical_path]
r2r-start = "bufferpos[0]"
rrSetupSlack_ns = 12.35
worstPathMaxFanout = 1
crit_required_ns = 16.51
startpoint_type = "input pin"
crit_type = "input pin to flip-flop"
crit_arrival_ns = 5.95
cp-end-kind = "flip-flop"
reg2reg_depth = 10
reg2reg_to = "tx"

[timing]
fin_crit_sh_pct = 36.0
max_freq_ghz = 0.168
tightest_slew_ns = 0.810
finalCriticalPeriod_ns = 5.94
setup_tns_ns = 0
setup_violations = 0
skew_ns = 0.00555
hold_viol = 0
max-slew-margin-rel_pct = 45.8
rsz0062_at_grt = "no"
drv_slew = 0

[placement]
place_congestion = 0.895
place.detailed.hpwl_um = 35600
dp_cells = 1629
portBuffers = 523

[clock_tree]
htreeDepth = 2
clk_pin_slew_ns = 0.05
cts_hold_buf = 0
cts.repair.resized = 0
cts_tree = "built"
clk_path_buf_depth = 2
clkLatencyLatePin_ns = 0.27
clkSinkCount = 30
cts_setup_buffers = 0
cts_buffers = 5
cts-root-buf = "clkbuf_16"

[pwr]
power.density_nw_per_um2 = 68.9
p_leak_nw = 3.90
peakVddDrop_uv = 39.0

[flow_run]
warnings = 46
drv_cap = 0

[hold_path]
hold_depth = 1
hp-start = "clkdivcnt[0]"
holdPathEnd = "clkdivcnt[0]"
hp-class = "flip-flop to flip-flop"

[cells_and_area]
fill_cells = 5240
syn2layout_area_growth_pct = 111
finalNonFillerCells = 1640
drive_gt1_share_pct = 15.6

[status]
status = "completed"
registers in the layout, indices dropped and copies added (netlist names):
signal / count
bufferpos: 6
bytepos: 3
clkdivcnt: 20
tx: 1
area by class of cell:
class	instances	area (um^2)	area share (%)
repair buffers	538	5370	46.1
multi-input cells	389	4530	38.8
well taps	664	831	7.12
flip-flops and latches	30	701	6.01
clock buffers	6	139	1.19
clock inverters	2	60.1	0.515
inverters	8	30.0	0.257
diodes	3	7.51	0.0644
through the flow:
stage | util [%] | hold slack, ns | area (um^2) | setup WS [ns] | total power, W
2_1_floorplan | - | 0.430 | 5540 | 11.27 | 0.000411
3_3_place_gp | 23.4 | 0.448 | 11500 | 10.30 | 0.000703
3_5_place_dp | 23.4 | 0.454 | 11500 | 10.22 | 0.000704
4_1_cts | 23.8 | 0.475 | 11700 | 10.48 | 0.000827
5_1_grt | 23.8 | 0.516 | 11700 | 10.38 | 0.000862
6_report | 23.8 | 0.471 | 11700 | 10.56 | 0.000803
cell usage after synthesis, types with 10 or more instances:
cell      instances
a22oi_1          12
clkbuf_1         21
buf_2            11
mux2i_1          40
nor2_1           34
o221ai_1         12
o21ai_0          12
a21oi_1          17
nand2_1          19
xnor2_1          10
mux4_2          115
nand3_1          12
dfxtp_1          20
mux2_2           10
edfxtp_1         10
buf_4            11
worst max-delay path, cell delays in order:
cell,delay (ns)
clkdlybuf4s50_1,0.43
mux4_2,0.46
mux2_2,0.29
a2111oi_0,0.44
buf_4,0.20
a311oi_1,0.07
o41ai_1,0.29
o221ai_1,0.26
o31a_1,0.20
placed cells by master (no fill, tap or decap), types with 5 or more instances in the layout:
cell | Yosys | layout
mux2i_1 | 40 | 40
o22ai_1 | 7 | 7
nand2_1 | 19 | 19
clkdlybuf4s50_1 | 0 | 523
buf_4 | 11 | 13
clkbuf_16 | 0 | 5
nor4_1 | 5 | 5
inv_1 | 6 | 6
nand4_1 | 7 | 7
dfxtp_1 | 20 | 20
nor2_1 | 34 | 33
o21ai_0 | 12 | 12
nor2b_1 | 8 | 6
mux2_2 | 10 | 10
edfxtp_1 | 10 | 10
xor2_1 | 8 | 8
o221ai_1 | 12 | 12
a21oi_1 | 17 | 17
nand3_1 | 12 | 12
xnor2_1 | 10 | 10
mux4_2 | 115 | 115
a211oi_1 | 5 | 5
a22oi_1 | 12 | 12
worst max-delay path by stage:
stage / startpoint / end / slack [ns] / cells after the start
4_1_cts: data_buffer[387] / tx / 10.48 / 9
5_1_grt: data_buffer[387] / tx / 10.38 / 9
6_report: data_buffer[387] / tx / 10.56 / 9
report_power, final:
| part | internal, W | switching (W) | leakage (nW) |
|---|---|---|---|
| Sequential | 0.0000907 | 0.0000184 | 0.259 |
| Clock | 0.0000904 | 0.0000305 | 0.0971 |
| Combinational | 0.000314 | 0.000259 | 3.54 |
| Total | 0.000495 | 0.000308 | 3.90 |
layer usage:
metal | wire, um | track usage, % | vias to the layer above
li1 | - | - | 3021
met3 | 4140 | 5.71 | 14
met5 | 0 | 0 | -
met4 | 289 | 1.10 | 0
met1 | 16000 | 16.5 | 3269
met2 | 20800 | 23.6 | 374
kinds of logic after synthesis:
kind of cell / synth area share (%)
multiplexers: 56.0
AND/OR/NAND/NOR: 9.06
AND-OR/OR-AND: 12.5
buffers and inverters: 5.94
flip-flops: 12.6
XOR/XNOR: 2.85
adder cells (fa/ha/maj): 0.904
other: 0.0677
Power and IR drop assume default switching activity.
